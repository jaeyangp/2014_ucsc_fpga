[flow/run.sh]
#!/bin/bash
# OpenROAD 26Q1-2900-gdf79404cd8, Yosys 0.63+post, stock flow scripts
make -C /OpenROAD-flow-scripts/flow DESIGN_CONFIG=/design/flow/config.mk WORK_HOME=/design/flow/orfs finish
[flow/config.mk]
export PLATFORM = sky130hd
export DESIGN_NAME = bin2bcd
export DESIGN_NICKNAME = bin2bcd
export VERILOG_FILES = /design/flow/design.v
export SDC_FILE = /design/flow/constraint.sdc
export NUM_CORES = 4
export LEC_CHECK = 1
export CORE_AREA = 10 10 100 100
export DIE_AREA = 0 0 110 110
[flow/constraint.sdc]
current_design bin2bcd

set clk_period 21.0
set clk_io_pct 0.2

create_clock -name clk0 -period $clk_period

set non_clock_inputs [all_inputs -no_clocks]
set_input_delay [expr $clk_period * $clk_io_pct] -clock clk0 $non_clock_inputs
set_output_delay [expr $clk_period * $clk_io_pct] -clock clk0 [all_outputs]
[flow/design.v]
`timescale 1ns / 1ps
module bin2bcd(in, out);
	parameter N = 14;		 
	parameter C = 4;		 
	input [N-1:0] in; 
	output [15:0] out; 	 
	reg [N-1:0] bin;
	reg [N+3:0] bcd;
	reg [N+3:0] result;
	assign out = bcd[15:0];
	always @(*) begin
		bin = in;
		result = 0;
		repeat (N - 1) begin
			result[0] = bin[N-1];
			if (result[3:0] > 4)
				result[3:0] = result[3:0] + 4'd3;
			if (result[7:4] > 4)
				result[7:4] = result[7:4] + 4'd3;
			if (result[11:8] > 4)
				result[11:8] = result[11:8] + 4'd3;
			if (result[15:12] > 4)
				result[15:12] = result[15:12] + 4'd3;
			result = result << 1;
			bin = bin << 1;
		end
		result[0] = bin[N-1];
		bcd <= result;
	end
endmodule	
==> results.toml <==
# physical design summary
[drt]
drt-initial-drc-count = 335
dr.pass1.iters = 5
vias_per_cell = 6.40
antenna_cells = 0
ant_nets = 0
wl_um = 9590
vias = 4044
wire_per_inst_um = 15.2
drcViolationCount = 0

[final_timing]
finalSetupViolations = 0
fin_crit_ns = 17.02
rsz0062_at_grt = "false"
maxSlewHeadroom_pct = 44.4
max_freq_ghz = 0.0588
worst_slew_pin_slew_ns = 0.834
drv_slew = 0
worst_slack_ns = 3.98
finalCritPeriodShare_pct = 81.0
hold_violations = 0
setup_tns_ns = 0

[setup_path]
crit_buf_inv = 7
endpoint_kind = "output port"
path_class = "input port to output port"
cp_max_fo = 12
critPathTopFamily = "AND-OR/OR-AND gates"
startpoint_type = "input port"
worstPathArrival_ns = 12.82
crit_required_ns = 16.80
critical_path.max_stage_delay_ns = 0.72
slowest_stage = "clkdlybuf4s50_1"

[grt]
grt_pass1_vias = 3554
grt_pass1_wl_um = 16700
antenna_found_initial = 0
grt_usage_pct = 15.7
grt_remaining_overflow = 0
grt_start_max_net_pins = 26

[logic_synthesis]
yosysCellCount = 534
top_cells_by_count = "a21oi_1, nor2_1, nand2_1"
synth_top_area_share_pct = 7.13
synth_cell_type_count = 99
yosysWarnings = 1
syn_avg_cell_area_um2 = 6.91
syn_area_um2 = 3690
ys_seq_share_pct = 0
syn-instance-count = 534
synth_chip_area_um2 = 3690
top_area_cell = "ha_1"
yosys-top-cells-area = "ha_1, a21oi_1, mux2i_1"

[worst_hold_path]
holdPathEnd = "out[0]"
hold_path.class = "input port to output port"
holdPathStages = 0
hp-start = "in[0]"

[placed_design]
portBuffers = 28
gp_congestion = 0.870
dp_hpwl_um = 7160
pre_cts_slack_ns = 4.03

[job]
max-cap-violations = 0
log.warning_count = 43

[final_layout]
clkbuf_count = 0
drive_above_1_share_pct = 9.06
flops = 0
flop_area_um2 = 0
area_delta_synth_final_pct = 6.41

[clock_tree]
postCtsHoldBufs = 0
ctsResizeCount = 0
post_cts_buffers = 0

[power_and_ir_drop]
internal-power_uw = 268
sw_frac_of_total_pct = 48.8
p_clk_share_pct = 0
seqPwrFrac_pct = 0
p_comb_share_pct = 100.0
p_leak_uw = 0.00147
irDropWorstVdd_mv = 0.133
powerDensity_nw_per_um2 = 133
switching_power_uw = 255

[run_status]
status = "finished, final reports clean"

[floorplanning]
die_y_um = 110
fp.coreArea_um2 = 7810
fp_util_pct = 47.2
die_area_um2 = 12100
boundaryPins = 30
die_width_um = 110
rows = 32
cell usage in the layout, fill, tap and decap left out, drive strengths merged, types with 4 or more instances in the layout:
cell            n
or3             6
or2             6
o21a            6
nand2          44
mux2            8
nand4          10
nand3          11
nor2           44
inv            23
mux2i          18
o211ai         18
nor2b           5
o21ai          35
o221ai          4
a21oi          46
xnor2          14
xor2            6
a31oi           9
and2            9
a211oi          8
a21o           11
clkdlybuf4s50  28
nor4           11
o31ai           6
and3            8
nand2b          6
ha             21
a41oi           4
a21boi          8
nor3           25
metrics by stage:
step                      hold slack, ns  instances  power, µW  util [%]  instance area [µm²]
final                               8.40        632        522      50.3                 3920
after global placement              8.40        632        521      50.3                 3920
after floorplan                     8.47        534        359         -                 3690
after CTS                           8.40        632        528      50.3                 3920
after detailed placement            8.40        632        523      50.3                 3920
after global routing                8.40        632        590      50.3                 3920
routing by layer:
metal  vias to the layer above  GRT usage [%]  wire [µm]
met4                         0           1.21         37
met5                         -              0          0
met1                      1863           24.5       4880
met3                         4           1.12        498
li1                       2063              -          -
met2                       114           23.8       4180
final cells by class:
| class | instances | area, µm² |
|---|---|---|
| multi-input cells | 474 | 3400 |
| inverters | 25 | 93.8 |
| well taps | 102 | 128 |
| fillers | 791 | 3880 |
| repair buffers | 31 | 303 |
power groups by stage:
stage | logic (µW) | registers [µW] | clock network [µW]
6_report | 522 | 0 | 0
5_1_grt | 590 | 0 | 0
4_1_cts | 528 | 0 | 0
worst max path at each step:
stage                   from  endpoint  cells past startpoint  slack [ns]
after global routing  in[11]    out[9]                     33        3.21
after CTS             in[11]   out[10]                     33        4.01
final                 in[11]   out[10]                     33        3.98
cells by family (layout without fill, tap and decap cells):
| kind of cell | Yosys count | after routing | synth area share, % |
|---|---|---|---|
| xor gates and xnor gates | 20 | 20 | 5.36 |
| AOI/OAI and AO/OA | 205 | 205 | 42.2 |
| adders and majority gates | 24 | 24 | 8.01 |
| muxes | 26 | 26 | 7.94 |
| buffers and inverters | 60 | 56 | 7.80 |
| and+or+nand+nor | 199 | 199 | 28.6 |
Power figures rest on the tool's default switching activity, not on a simulated workload.
