==> flow/design.v <==
`timescale 1ns / 1ps
module mod_counter(clk, arst, q, done);
	parameter N = 7;
	parameter MAX = 127;
	input clk, arst;
	output [N-1:0] q;
	output done;
	reg [N-1:0] q;
	reg done;
	always @(posedge clk or posedge arst) begin
		if (arst == 1'b1) begin
			q <= 0;
			done <= 0;
		end
		else if (q == MAX) begin
			q <= 0;
			done <= 1;
		end
		else begin
			q <= q + 1;
			done <= 0;
		end
	end
endmodule
module one_second(CLK1, arst, one_sec_clock);
	parameter C = 26;	 
	parameter CRYSTAL = 50;	 
	parameter NUM_SEC = 1;	
	parameter [C-1:0] STOPAT = ((CRYSTAL * 1_000_000 * NUM_SEC) - 1) >> 1;	 
	input CLK1, arst;
	output one_sec_clock;
	wire [C-1:0] clock;
	mod_counter #(C, STOPAT) ONE_MC (.clk(CLK1), .arst(arst), .q(clock), .done(one_sec_clock));
endmodule
==> flow/run.sh <==
#!/bin/bash
# OpenROAD 26Q1-2900-gdf79404cd8, Yosys 0.63+post, stock flow scripts
make -C /OpenROAD-flow-scripts/flow DESIGN_CONFIG=/design/flow/config.mk WORK_HOME=/design/flow/orfs finish
==> flow/config.mk <==
export PLATFORM = sky130hd
export DESIGN_NAME = one_second
export DESIGN_NICKNAME = one_second
export VERILOG_FILES = /design/flow/design.v
export SDC_FILE = /design/flow/constraint.sdc
export NUM_CORES = 4
export LEC_CHECK = 1
export CORE_UTILIZATION = 30
==> flow/constraint.sdc <==
current_design one_second

set clk_period 5.6
set clk_io_pct 0.2

create_clock -name clk0 -period $clk_period [get_ports {CLK1}]

set non_clock_inputs [all_inputs -no_clocks]
set_input_delay [expr $clk_period * $clk_io_pct] -clock clk0 $non_clock_inputs
set_output_delay [expr $clk_period * $clk_io_pct] -clock clk0 [all_outputs]
==> results.cfg <==
; yosys + openroad results
[global_routing]
gr-usage-all-layers_pct = 11.9
overflow = 0
grt_max_degree = 28
grt_first_pass_wirelength_um = 4510
grt_pass1_vias = 991
grt_antenna_before_repair = 0

[synthesis]
top_cell_area_share_pct = 49.9
synthArstFlopShare_pct = 100
ys_cells = 133
synth_area_per_cell_um2 = 10.2
ys_seq_share_pct = 49.9
syn_area_um2 = 1350
ys_types = 33
synth_top_flop_cell = dfrtp_1
synthTopCellsByArea = dfrtp_1 50%, xor2_1 6.5%, or4_1 3.9%, nand3_1 3.3%, o31ai_1 3.3%
ys_chip_area_um2 = 1350
synth-edff-count = 0
yosysTopAreaCell = dfrtp_1
synthCells = 133
synth_flops = 27
synth.yosys.warnings = 1

[power]
p_sw_uw = 62.2
p_clk_share_pct = 35.2
leakage_nw = 0.637
p_int_uw = 246
switching_share_pct = 20.2
peakVddDrop_mv = 0.297
powerDensity_nw_per_um2 = 208
pwr-share-seq_pct = 63.2
combPwrFrac_pct = 1.6

[clocking]
numCtsBuffers = 3
clock_latency_ns = 0.27
cts_buffer_depth = 2
root_buffer = clkbuf_8
cts.sinks = 27
holdBufCountCts = 0
cts_resized = 0
path_clk_slew_ns = 0.09
htree_levels = 1
cts_tree = yes
cts_setup_buffers = 0

[die]
fp-utilization_pct = 31.1
die_h_um = 69.2
die_width_um = 69.2
dieArea_um2 = 4790
fp-row-count = 24
io_pins = 3
core_area_um2 = 4350

[job]
warnings = 26
maxCapViolations = 0

[timing]
finalCritPeriodShare_pct = 39.0
fin_skew_ns = 0.00269
rsz0062_at_grt = no
whs_ns = 0.483
setup_tns_ns = 0
hold_violations = 0
setup_viol = 0
relSlewSlack_pct = 71.8
min_period_ns = 2.18
worst_slack_ns = 3.42
clock.fmax_mhz = 458
drv_slew = 0
worst_pin_slew_ns = 0.421

[final_layout]
final_common_cell = dfrtp_1
area_growth_pct = 9.33
layout_top_cells = 27 x dfrtp_1, 10 x nor2_1, 10 x xor2_1
drive_above_1_share_pct = 8.03
fin_area_um2 = 1480

[critical_path]
cp.arrival_ns = 1.06
criticalPathCategory = flip-flop to output pin
startpoint_type = flip-flop
cp_top_family = buffers and inverters
path_cells = clkdlybuf4s50_1
worstPathMaxFanout = 1
cpMaxStageDelayCell = clkdlybuf4s50_1
critPathBufInv = 1
end_kind = output pin
required_ns = 4.48
crit_path_max_incr_delay_ns = 0.45

[detailed_routing]
wl_um = 2510
post_drt_wl_per_cell_um = 13.3
dr_total_vias = 1009
ant_nets = 0
diodes = 0
drt_iter0_markers = 31
post-route-drc-count = 0
drt-pass1-iter-count = 4
vias_per_cell = 5.34

[hold_path]
worstHoldPathType = flip-flop to flip-flop

[place]
gp_congestion = 0.855
portBuffers = 2
dpl_cell_area_um2 = 1430
hpwlAfterDp_um = 1780
pre_cts_ws_ns = 3.57

[status]
outcome = finished, final reports clean
-- cell usage after synthesis, types with 2 or more instances --
cell and number:
xor2_1 10, clkbuf_1 2, o22a_1 2, nor2_1 10, or3_1 2, or4_1 7, a21oi_1 7, dfrtp_1 27
nor3_1 3, ha_1 2, xnor2_1 3, nor4_1 2, nand4_1 5, o21ai_0 2, o31ai_1 6, nand2_1 9
inv_1 7, and4_1 4, nand3_1 9
-- through the flow --
step	power (mW)	util [%]	instances
floorplan	0.202	-	133
global placement	0.204	32.9	185
detailed placement	0.204	32.9	185
CTS	0.311	34.0	189
global route	0.320	34.0	189
finish	0.308	34.0	189
-- final cells by class --
class	count	area, um2
tap	52	65.1
sequential	27	676
clock inverter	1	5.00
fill	423	2870
clock buffer	3	41.3
timing repair buffer	4	35.0
inverter	7	26.3
multi-input combinational	95	632
-- cell families (layout without fill, tap and decap cells) --
logic type	count (synthesis)	after routing	share of synthesized area (%)
DFF	27	27	49.9
xor gates and xnor gates	13	13	8.41
AOI/OAI and AO/OA	20	20	9.89
adders and majority gates	2	2	1.85
and+or+nand+nor	60	60	26.5
buffers and inverters	11	15	3.42
-- metal layers --
layer | share of wire [%] | wire, um | GRT usage [%] | vias to the layer above
li1 | - | - | - | 504
met1 | 51 | 1290 | 18.3 | 493
met2 | 45 | 1120 | 18.0 | 12
met3 | 3.7 | 94 | 3.54 | 0
met4 | 0 | 0 | 0.907 | 0
met5 | 0 | 0 | 0 | -
-- registers in the layout, indices dropped and copies added (netlist names) --
name	cells
ONE_MC.done	1
ONE_MC.q	26
-- worst paths after layout --
| check | start | end | slack, ns | depth (start not counted) |
|---|---|---|---|---|
| max reg2reg | ONE_MC.q[6] | ONE_MC.q[24] | 3.54 | 4 |
| min reg2reg | ONE_MC.q[25] | ONE_MC.q[25] | 0.48 | 1 |
| min | ONE_MC.q[25] | ONE_MC.q[25] | 0.48 | 1 |
| min in group asynchronous | arst | ONE_MC.q[1] | 1.20 | 3 |
| max | ONE_MC.done | one_sec_clock | 3.42 | 1 |
| max in group asynchronous | arst | ONE_MC.q[0] | 4.15 | 3 |
-- power by group through the flow --
stage | sequential [mW] | combinational (mW) | clock (mW)
4_1_cts | 0.195 | 0.00513 | 0.111
5_1_grt | 0.195 | 0.00587 | 0.120
6_report | 0.195 | 0.00487 | 0.108
Power and IR drop assume default switching activity.
