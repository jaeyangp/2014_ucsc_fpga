--- design/flow/run.sh ---
#!/bin/bash
# OpenROAD 26Q1-2900-gdf79404cd8, Yosys 0.63+post, stock flow scripts
make -C /OpenROAD-flow-scripts/flow DESIGN_CONFIG=/design/flow/config.mk WORK_HOME=/design/flow/orfs finish
--- design/flow/config.mk ---
export PLATFORM = sky130hd
export DESIGN_NAME = collatz
export DESIGN_NICKNAME = collatz
export VERILOG_FILES = /design/flow/design.v
export SDC_FILE = /design/flow/constraint.sdc
export NUM_CORES = 4
export LEC_CHECK = 1
export CORE_AREA = 10 10 96 96
export DIE_AREA = 0 0 106 106
--- design/flow/constraint.sdc ---
current_design collatz

set clk_period 5.0
set clk_io_pct 0.2

create_clock -name clk0 -period $clk_period [get_ports {clk}]

set non_clock_inputs [all_inputs -no_clocks]
set_input_delay [expr $clk_period * $clk_io_pct] -clock clk0 $non_clock_inputs
set_output_delay [expr $clk_period * $clk_io_pct] -clock clk0 [all_outputs]
--- design/flow/design.v ---
`timescale 1ns / 1ps
module collatz(clk, arst, en, out);
	parameter N = 6;	 
	parameter C = 8; 	 
	parameter O = 14;	 
	input clk, arst, en;	
	output [O-1:0] out;
	reg [O-1:0] number;
	assign out = number;
	always @(posedge clk or posedge arst) begin
		if (arst == 1'b1) begin
			number <= N;
		end	
		else if (en) begin
			if (number[0] == 1'b1) begin 	 
				number <= 3 * number + 1;
			end	
			else begin							 
				number <= number >> 1;		 
			end	
			if (number == 1)
				number <= number;
		end
	end	
endmodule
module collatz_top(CLK1, arst, seg, an, Led);
	parameter N = 7;
	parameter W = 4;
	parameter S = 8;
	parameter H = 14;
	parameter CL = 6;		 
	input CLK1, arst;
	output [0:N-1] seg;
	output [W-1:0] an;
	output [S-1:0] Led;
	wire [15:0] text;
	wire one_sec;
	wire [S-1:0] num_sel;
	wire [H-1:0] bin_text;
	assign Led = (bin_text == 14'b1) ? Led : num_sel;
	one_second ONE (.CLK1(CLK1), .arst(arst), .one_sec_clock(one_sec));
	counter #(S) CNT (.clk(CLK1), .arst(arst), .en(one_sec), .q(num_sel));
	collatz #(.N(CL)) CALC (.clk(CLK1), .arst(arst), .en(one_sec), .out(bin_text));
	bin2bcd #(H, W) BCD (.in(bin_text), .ones(text[3:0]), .tens(text[7:4]), .hundreds(text[11:8]), .thousands(text[15:12]));
	display T (.text(text), .clk(CLK1), .arst(arst), .seg(seg), .an(an));
endmodule
==> impl_metrics.tcl <==
# metrics dict for downstream scripts
set metrics [dict create \
    status "finished clean" \
    drtPass1Iterations 4 \
    grt_max_degree 20 \
    crit_start "number[0]" \
    cts_resized 0 \
    detail-route-antenna-nets 0 \
    worstSetupEndpointType "flop" \
    grt_pass1_wl_um 5430 \
    fp_util_pct 18.2 \
    die_w_um 106 \
    vias 1123 \
    hold_slack_ns 0.514 \
    fill_cells 808 \
    ys_sh_mux_pct 1.52 \
    hold_class "reg2reg" \
    worstPathMaxFanout 19 \
    rsz0062_at_grt "false" \
    min-delay-start "number[2]" \
    power.density_nw_per_um2 740 \
    async_reset_ff_share_pct 100 \
    topCombFamilyByArea "AND-OR/OR-AND gates" \
    max_freq_mhz 380 \
    final_cells 273 \
    portBuffers 16 \
    area_growth_pct 24.7 \
    wl_per_cell_um 11.8 \
    drive_gt1_share_pct 5.17 \
    drt_wl_total_um 3220 \
    area_leaders "dfrtp_1 (23%), ha_1 (19%), o21ai_0 (6.5%), a21oi_1 (5.0%), inv_1 (4.6%)" \
    stdcell_area_um2 1640 \
    synth-simple-area-share_pct 13.9 \
    clockBufferDepth 2 \
    xor_share_pct 5.33 \
    drtIter0Drc 68 \
    crit_arrival_ns 2.79 \
    dieArea_um2 11200 \
    syn_area_per_cell_um2 8.37 \
    grt_usage_pct 5.78 \
    top_cells_by_count "ha_1 (20), o21ai_0 (17), inv_1 (16)" \
    hold_buffers 0 \
    slew_viol_final 0 \
    avgViaCountPerCell 4.11 \
    dpl-instance-area_um2 1580 \
    grt_pass1_vias 1125 \
    ys_sh_aoi_pct 25.5 \
    leakagePower_nw 0.699 \
    synth_area_um2 1310 \
    edf_count 0 \
    grt_antenna_before_repair 0 \
    cts_htree_levels 1 \
    dp.cells 269 \
    peakVddDrop_mv 0.147 \
    cts_num_sinks 14 \
    ys.flop_type "dfrtp_1" \
    log.warning_count 32 \
    largest_reg_flops 13 \
    slew_headroom_pct 58.5 \
    path_clk_slew_ns 0.07 \
    io_pins 17 \
    dp_hpwl_um 2510 \
    cts_made_buffers 3 \
    period_needed_ns 2.63 \
    synth-seq-area-share_pct 26.9 \
    comb_area_um2 878 \
    clock_latency_ns 0.25 \
    yosys_warnings 1 \
    rows 31 \
    grt_overflow 0 \
    syn_inst 157 \
    worst_pin_slew_ns 0.623 \
    maxCapViolCount 0 \
    crit_required_ns 5.15 \
    crit_type "reg2reg" \
    cts_tree "yes" \
    post_cts_buffers 0 \
    top_area_cell "dfrtp_1" \
    ys_area_um2 1310 \
    fin_crit_sh_pct 52.6 \
    start_kind "flop" \
    area.sequential_um2 353 \
    timing.rr.start "number[0]" \
    synth_adder_area_share_pct 20.6 \
    ys_cells 157 \
    setup_viol 0 \
    top_register "number" \
    root_buffer "clkbuf_8" \
    drc 0 \
    synth_flops 14 \
    fin_worst_skew_ns 0.000530 \
    finalSetupTns_ns 0 \
    num_antenna_cells 0 \
    synth.distinct_cells 34 \
    gp_congestion 0.818 \
    top_regs "number (13)" \
    core_area_um2 7210 \
    die_height_um 106 \
    top_cell_area_share_pct 22.9 \
    finalHoldViolCount 0 \
    synth_top_cell_by_count "ha_1" \
]
==> cell families after synthesis <==
family,after synthesis
AOI/OAI and AO/OA,54
and+or+nand+nor,38
adders and majority gates,21
buffers and inverters,20
DFF,14
xor gates and xnor gates,8
muxes,2
==> per-layer routing <==
metal	GRT usage, %	vias to the layer above	routed length (um)
met5	0	-	0
met4	0.580	0	16
met3	1.47	2	140
li1	-	595	-
met1	7.93	514	1660
met2	9.28	12	1400
==> cells in the final DEF, fill, tap and decap left out, types with 4 or more instances in the layout <==
cell type	n
inv_1	16
a21oi_1	13
dfrtp_1	12
clkbuf_8	4
clkdlybuf4s50_1	16
nand3_1	6
xnor2_1	6
ha_1	20
o21ai_0	17
a22oi_1	4
nand2_1	14
nor2_1	7
==> power breakdown <==
| group | switching [mW] | total [mW] | internal, mW |
|---|---|---|---|
| clock | 0.0453 | 0.115 | 0.0698 |
| combinational | 0.418 | 0.835 | 0.416 |
| sequential | 0.0912 | 0.263 | 0.171 |
| total | 0.555 | 1.21 | 0.658 |
==> worst paths after layout <==
| path | depth (start not counted) | end | slack, ns |
|---|---|---|---|
| worst max-delay path | 8 | number[13] | 2.37 |
| worst min-delay path | 2 | number[2] | 0.51 |
| worst max register to register | 8 | number[13] | 2.37 |
| worst min register to register | 2 | number[2] | 0.51 |
| max in group asynchronous | 2 | number[4] | 3.49 |
| min in group asynchronous | 2 | number[12] | 1.12 |
==> critical path: stages, from the launching register on <==
cell	delay [ns]
dfrtp_1	0.74
inv_1	0.32
ha_1	0.41
nor2b_4	0.04
o2111a_1	0.24
o311ai_2	0.25
a21oi_1	0.13
o21a_1	0.21
o32ai_1	0.20
==> stage by stage <==
stage / total power [mW] / worst slack (ns) / util, %
floorplan: 0.852 / 2.91 / -
global placement: 1.11 / 2.44 / 21.9
detailed placement: 1.11 / 2.37 / 21.9
CTS: 1.23 / 2.37 / 22.7
global route: 1.36 / 2.13 / 22.7
finish: 1.21 / 2.37 / 22.7
==> layout make-up <==
cell class	count	area share, %
inverters	16	3.67
repair buffers	17	10.2
flip-flops and latches	14	21.5
multi-input cells	123	53.6
well taps	99	7.56
clock buffers	4	3.36
Power and IR drop assume default switching activity.
